==> ./design.v <==
module updown(clk, rstn, dir, en, count_up, count_down);
	input clk, rstn, dir, en;
	output reg [2:0]count_up,count_down;
	always @(posedge clk)
		if(rstn == 1) begin
			count_up = 3'b000;
			count_down = 3'b110;
		end
		else begin
			if(en == 1) begin
				if (dir == 1)
					  begin
						 if(count_up == 3'b110)
							begin
							  count_up = 3'b001;
							end
						 else
							begin
							  count_up <= count_up + 1;
							end
					  end
				 else
					begin
					  if(count_down == 3'b001)
						 begin
							count_down = 3'b110;
						 end
					  else
						 begin
							count_down <= count_down - 1;
						 end
					end
			end
			else begin
				count_up = count_up;
				count_down = count_down;
			end
	end
endmodule
module winlose(count_up, count_down, w, l, stp, en);
	input [2:0]count_up, count_down;
	input stp;
	output reg w,l,en;
	always @(count_up or count_down)
	begin
		w=0; l=0;  
		if(stp == 1)
		begin
		en = 0;
			if(count_up==count_down)
				 w=1;
			else
				 l=1;
		end
		else
			en = 1;
	end
endmodule
==> ./run.sh <==
#!/bin/bash
# OpenROAD 26Q1-2900-gdf79404cd8, Yosys 0.63+post, stock flow scripts
make -C /OpenROAD-flow-scripts/flow DESIGN_CONFIG=/design/flow/config.mk WORK_HOME=/design/flow/orfs finish
==> ./config.mk <==
export PLATFORM = sky130hd
export DESIGN_NAME = updown
export DESIGN_NICKNAME = updown
export VERILOG_FILES = /design/flow/design.v
export SDC_FILE = /design/flow/constraint.sdc
export NUM_CORES = 4
export LEC_CHECK = 1
export CORE_AREA = 10 10 70 70
export DIE_AREA = 0 0 80 80
==> ./constraint.sdc <==
current_design updown

set clk_period 1.3
set clk_io_pct 0.2

create_clock -name clk0 -period $clk_period [get_ports {clk}]

set non_clock_inputs [all_inputs -no_clocks]
set_input_delay [expr $clk_period * $clk_io_pct] -clock clk0 $non_clock_inputs
set_output_delay [expr $clk_period * $clk_io_pct] -clock clk0 [all_outputs]
==> out/results.ini <==
[final_timing]
max_freq_mhz=819
tightest_slew_ns=0.263
finalSetupViolations=0
rsz0062_at_grt=no
finalCritPeriodShare=0.939
fin_tns_setup_ns=0
max_slew_margin=0.822
timing.final.crit_period_ns=1.22
drv_slew=0
timing.hold.ws_ns=0.553
hold_viol=0
fin_skew_ns=0.000598

[power_and_ir_drop]
sw_frac_of_total=0.237
power_density_nw_per_um2=794
p_sw_mw=0.111
power_frac_seq=0.436
cellLeakagePower_nw=0.276
p_total_mw=0.467
clkPwrFrac=0.361
p_int_mw=0.356
combPwrFrac=0.204
vdd_drop_max_mv=0.246

[global_routing]
grt-ovfl-total=0
grt_usage=0.0286
grt_pass1_wl_mm=1.40
grt_start_max_net_pins=5
grt_pass1_vias=302
antenna_found_initial=0

[route]
wl_met1_um=439
via_per_inst=3.13
drt_pre_antenna_iters=4
totalWireLength_um=942
dr_total_vias=322
wl_met2_um=334
top_layer=met3
antenna_cells=0
wire_per_inst_um=9.15
drtIter0Drc=9
ant_nets=0
drc=0
wl_met3_um=167

[floorplanning]
dieArea_um2=6400
fp_util=0.0886
rows=21
boundaryPins=10
die_w_um=80
core_um2=3420
die.size.y_um=80

[min_path]
hp-class=reg -> reg

[logic_synthesis]
synth_seq_share=0.397
yosys_area_um2=303
syn_area_um2=303
synthesis.instances=35
ys.warnings.count=1
synth_flops=6
synth.top_cell.area_share=0.397
netlist_top_cells_count=dfxtp_1, nor2_1, a21oi_1, nand2_1
yosysCellCount=35
synth.area.top_cells=dfxtp_1, ha_1, nor2_1
yosysMostFrequentCell=dfxtp_1
synthFlopType=dfxtp_1
async_reset_ff_frac=0
ys_types=19
edf_count=0
largest_area_cell=dfxtp_1
synth_area_per_cell_um2=8.65

[finish]
final_area_um2=588
drive_gt1_frac=0.456
area_delta_synth_final_pct=94.2

[clock_tree]
clk_latency_ns=0.24
path_clk_slew_ns=0.04
cts_tree=yes
cts_max_level=1
clockRootBuffer=clkbuf_4
clk_path_buf_depth=2
cts_made_buffers=3
clkSinkCount=6

[setup_path]
cp.required_ns=1.47
cp-end-kind=flop
path_max_fanout=3
cp.arrival_ns=1.39
critPathLaunchType=flop
critical_path_class=reg -> reg

[place]
gp_congestion=0.797
dp_hpwl_um=609
place_area_um2=483
io_buffer_count=9

[outcome]
status=completed

[job]
maxCapViolCount=0
warning_count=27

==> layout by cell type (no fill, tap or decap), types with 2 or more instances in the layout <==
cell / n
dlygate4sd2_1: 4
a21oi_1: 3
clkbuf_4: 3
nand2_1: 3
nor2_1: 5
dlymetal6s2s_1: 2
dfxtp_4: 2
dfxtp_2: 4
clkdlybuf4s50_1: 3
buf_4: 11
==> path summary, 6_finish.rpt <==
check / end / from / cells past startpoint / slack (ns)
max reg2reg: count_down[0] / count_down[1] / 5 / 0.08
min reg2reg: count_down[1] / count_down[1] / 2 / 0.55
min: count_down[1] / count_down[1] / 2 / 0.55
max: count_down[0] / count_down[1] / 5 / 0.08
==> through the flow <==
stage	cells	util	worst slack [ns]
global route	103	0.172	0.00700
finish	103	0.172	0.0790
CTS	102	0.161	-0.0178
global placement	94	0.141	-0.0799
detailed placement	94	0.141	-0.0957
floorplan	35	-	0.165
==> worst max-delay path, stage by stage, from the launching register on <==
cell     delay, ns
dfxtp_2       0.35
inv_2         0.06
ha_4          0.15
nor2b_4       0.12
or3_4         0.35
a21oi_2       0.13
==> layer usage <==
| metal | vias to the layer above | track usage |
|---|---|---|
| li1 | 162 | - |
| met1 | 143 | 0.0368 |
| met2 | 17 | 0.0329 |
| met3 | 0 | 0.0295 |
| met4 | 0 | 0.00176 |
| met5 | - | 0 |
==> power by group through the flow <==
stage         combinational (mW)  sequential, mW  clock (mW)
CTS                       0.0872           0.202       0.176
global route               0.108           0.205       0.190
finish                    0.0951           0.203       0.169
==> kinds of logic (layout without fill, tap and decap cells) <==
kind of cell | count (synthesis) | in the layout | synth area share
adders and majority gates | 2 | 2 | 0.0826
buffers and inverters | 3 | 25 | 0.0413
AOI/OAI and AO/OA | 6 | 6 | 0.120
and+or+nand+nor | 16 | 16 | 0.297
muxes | 1 | 1 | 0.0331
xor gates and xnor gates | 1 | 1 | 0.0289
DFF | 6 | 6 | 0.397
==> layout make-up <==
cell class / count / area (µm²)
tap: 46 / 57.6
inverter: 2 / 7.51
fill: 378 / 2830
clock buffer: 3 / 22.5
multi-input combinational: 26 / 195
timing repair buffer: 20 / 173
sequential: 6 / 133
==> sequential cells by signal (all words and copies together) (netlist names) <==
register	flops
count_down	3
count_up	3
==> what timing repair did <==
action / CTS / global route
gates cloned: 0 / 0
resized: 12 / 8
endpoints found under the setup margin: 6 / 4
buffers inserted: 5 / 2
pin swaps: 0 / 2
hold buffers: 0 / 0
Power figures rest on the tool's default switching activity, not on a simulated workload.
